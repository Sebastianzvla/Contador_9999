[flow/run.sh]
#!/bin/bash
# OpenROAD 26Q1-2900-gdf79404cd8, Yosys 0.63+post, stock flow scripts
make -C /OpenROAD-flow-scripts/flow DESIGN_CONFIG=/design/flow/config.mk WORK_HOME=/design/flow/orfs finish
[flow/config.mk]
export PLATFORM = sky130hd
export DESIGN_NAME = Contador_9999
export DESIGN_NICKNAME = Contador_9999
export VERILOG_FILES = /design/flow/design.v
export SDC_FILE = /design/flow/constraint.sdc
export NUM_CORES = 4
export LEC_CHECK = 1
export CORE_UTILIZATION = 30
[flow/constraint.sdc]
current_design Contador_9999

set clk_period 4.8
set clk_io_pct 0.2

create_clock -name clk0 -period $clk_period [get_ports {iclk}]

set non_clock_inputs [all_inputs -no_clocks]
set_input_delay [expr $clk_period * $clk_io_pct] -clock clk0 $non_clock_inputs
set_output_delay [expr $clk_period * $clk_io_pct] -clock clk0 [all_outputs]
[flow/design.v]
module Cont_0_9999(
    input clk,
    input reset,
    output reg [3:0] cont0,
    output reg [3:0] cont1,
    output reg [3:0] cont2,
    output reg [3:0] cont3
    );
 always @(posedge clk or negedge reset)
 begin	 
	if(!reset)
	begin		
		cont0 = 0;
		cont1 = 0;
		cont2 = 0;
		cont3 = 0;		
	end
	else			
		if(cont0 < 4'b1001)			
			cont0 = cont0 + 1;  
		else
		begin			
			cont0 = 0;				
			if(cont1 < 4'b1001)				
				cont1 = cont1 + 1; 
			else
			begin				
				cont1 = 0;
				cont0 = 0;	
				if(cont2 < 4'b1001)					
					cont2 = cont2 + 1; 
				else
				begin					
					cont2 = 0;
				        cont1 = 0;
				        cont0 = 0;						
						if(cont3 < 4'b1001)					
							cont3 = cont3 + 1;  
						else							
							cont3 = 0;					
				end				
			end
		end
 end
endmodule 
module Contador_9999(
	input iclk,
	input ireset,
	output [6:0] oSeg,oSeg1,oSeg2,oSeg3
	);
wire [3:0]fucion;
wire [3:0]CONECT1;
wire [3:0]CONECT2;
wire [3:0]CONECT3;
wire [3:0]CONECT4;
wire [3:0]CONECT5;
DecoderBS c1(
	.Z(CONECT3),
	.SEG(oSeg)
);
DecoderBS1 c2(
	.Z1(CONECT4),
	.SEG1(oSeg1)
);
DecoderBS2 c3(
	.Z2(CONECT1),
	.SEG2(oSeg2)
);
DecoderBS3 c4(
	.Z3(CONECT5),
	.SEG3(oSeg3)
);
Divfrec c5(
	.C_50MHz(iclk),
	.C_1Hz(CONECT2)
);
Cont_0_9999 c6(
	.clk(CONECT2),
	.reset(ireset),
	.cont0(CONECT3),
	.cont1(CONECT4),
	.cont2(CONECT1),
	.cont3(CONECT5)
);
endmodule 
module DecoderBS (Z, SEG);
 input [3:0] Z;
 output reg [6:0] SEG;
parameter [6:0] cero   = 7'b1000000;
					 parameter [6:0] uno    = 7'b1111001;
					 parameter [6:0] dos    = 7'b0100100;
					 parameter [6:0] tres   = 7'b0110000;
					 parameter [6:0] cuatro = 7'b0011001;
					 parameter [6:0] cinco  = 7'b0010010;
					 parameter [6:0] seis   = 7'b0000010;
					 parameter [6:0] siete  = 7'b1111000;
					 parameter [6:0] ocho   = 7'b0000000;
					 parameter [6:0] nueve  = 7'b0010000;
					 parameter [6:0] A      = 7'b0001000;
					 parameter [6:0] B      = 7'b0000011;
					 parameter [6:0] C      = 7'b1000110;
					 parameter [6:0] D      = 7'b0100001;
					 parameter [6:0] E      = 7'b0000110;
					 parameter [6:0] F      = 7'b0001110;
					always @ (Z)
					 begin
					  case(Z)
						0: SEG = cero;
						 1: SEG = uno;
						 2: SEG = dos;
						 3: SEG = tres;
						 4: SEG = cuatro;
						 5: SEG = cinco;
						 6: SEG = seis;
						 7: SEG = siete;
						 8: SEG = ocho;
						 9: SEG = nueve;
						 10: SEG = A;
						 11: SEG = B;
						 12: SEG = C;
						 13: SEG = D;
						 14: SEG = E;
						 15: SEG = F;
						endcase
 end
endmodule 
module DecoderBS1  (Z1, SEG1);
 input [3:0] Z1;
 output reg [6:0] SEG1;
parameter [6:0] cero   = 7'b1000000;
					 parameter [6:0] uno    = 7'b1111001;
					 parameter [6:0] dos    = 7'b0100100;
					 parameter [6:0] tres   = 7'b0110000;
					 parameter [6:0] cuatro = 7'b0011001;
					 parameter [6:0] cinco  = 7'b0010010;
					 parameter [6:0] seis   = 7'b0000010;
					 parameter [6:0] siete  = 7'b1111000;
					 parameter [6:0] ocho   = 7'b0000000;
					 parameter [6:0] nueve  = 7'b0010000;
					 parameter [6:0] A      = 7'b0001000;
					 parameter [6:0] B      = 7'b0000011;
					 parameter [6:0] C      = 7'b1000110;
					 parameter [6:0] D      = 7'b0100001;
					 parameter [6:0] E      = 7'b0000110;
					 parameter [6:0] F      = 7'b0001110;
					always @ (Z1)
					 begin
					  case(Z1)
						0: SEG1 = cero;
						 1: SEG1 = uno;
						 2: SEG1 = dos;
						 3: SEG1 = tres;
						 4: SEG1 = cuatro;
						 5: SEG1 = cinco;
						  6: SEG1 = seis;
						  7: SEG1 = siete;
						  8: SEG1 = ocho;
						  9: SEG1 = nueve;
						  10: SEG1 = A;
						  11: SEG1 = B;
						  12: SEG1 = C;
						  13: SEG1 = D;
						  14: SEG1 = E;
						  15: SEG1 = F;
						endcase
 end
endmodule 
module DecoderBS2 (Z2,SEG2);
 input [3:0] Z2;
 output reg [6:0] SEG2;
parameter [6:0] cero   = 7'b1000000;
					 parameter [6:0] uno    = 7'b1111001;
					 parameter [6:0] dos    = 7'b0100100;
					 parameter [6:0] tres   = 7'b0110000;
					 parameter [6:0] cuatro = 7'b0011001;
					 parameter [6:0] cinco  = 7'b0010010;
					 parameter [6:0] seis   = 7'b0000010;
					 parameter [6:0] siete  = 7'b1111000;
					 parameter [6:0] ocho   = 7'b0000000;
					 parameter [6:0] nueve  = 7'b0010000;
					 parameter [6:0] A      = 7'b0001000;
					 parameter [6:0] B      = 7'b0000011;
					 parameter [6:0] C      = 7'b1000110;
					 parameter [6:0] D      = 7'b0100001;
					 parameter [6:0] E      = 7'b0000110;
					 parameter [6:0] F      = 7'b0001110;
					always @ (Z2)
					 begin
					  case(Z2)
						0: SEG2 = cero;
						 1: SEG2 = uno;
						 2: SEG2 = dos;
						 3: SEG2 = tres;
						 4: SEG2 = cuatro;
						 5: SEG2 = cinco;
						  6: SEG2 = seis;
						  7: SEG2 = siete;
						  8: SEG2 = ocho;
						  9: SEG2 = nueve;
						  10: SEG2 = A;
						  11: SEG2 = B;
						  12: SEG2 = C;
						  13: SEG2 = D;
						  14: SEG2 = E;
						  15: SEG2 = F;
						endcase
 end
endmodule 
module DecoderBS3 (Z3, SEG3);
 input [3:0] Z3;
 output reg [6:0] SEG3;
parameter [6:0] cero   = 7'b1000000;
					 parameter [6:0] uno    = 7'b1111001;
					 parameter [6:0] dos    = 7'b0100100;
					 parameter [6:0] tres   = 7'b0110000;
					 parameter [6:0] cuatro = 7'b0011001;
					 parameter [6:0] cinco  = 7'b0010010;
					 parameter [6:0] seis   = 7'b0000010;
					 parameter [6:0] siete  = 7'b1111000;
					 parameter [6:0] ocho   = 7'b0000000;
					 parameter [6:0] nueve  = 7'b0010000;
					 parameter [6:0] A      = 7'b0001000;
					 parameter [6:0] B      = 7'b0000011;
					 parameter [6:0] C      = 7'b1000110;
					 parameter [6:0] D      = 7'b0100001;
					 parameter [6:0] E      = 7'b0000110;
					 parameter [6:0] F      = 7'b0001110;
					always @ (Z3)
					 begin
					  case(Z3)
						0: SEG3 = cero;
						 1: SEG3 = uno;
						 2: SEG3 = dos;
						 3: SEG3 = tres;
						 4: SEG3 = cuatro;
						 5: SEG3 = cinco;
						  6: SEG3 = seis;
						  7: SEG3 = siete;
						  8: SEG3 = ocho;
						  9: SEG3 = nueve;
						  10: SEG3 = A;
						  11: SEG3 = B;
						  12: SEG3 = C;
						  13: SEG3 = D;
						  14: SEG3 = E;
						  15: SEG3 = F;
						endcase
 end
endmodule 
module Divfrec(C_50MHz,C_1Hz);
	input C_50MHz;
	output reg C_1Hz = 1;
	reg[24:0] contador =0;
	always @(posedge C_50MHz)
	begin 
		contador = contador+1;
		if(contador == 10_000)
		begin 
			contador = 0;
			C_1Hz = ~C_1Hz;
		end
	end
endmodule 
==> flow_metrics.rpt <==
=== SYNTHESIS / PLACE & ROUTE SUMMARY ===
----------------------------------------------------
[Status]
  Status ........................ complete, no violations

[Setup path]
  WP data required ........................ 4.79 ns
  Startpoint of the worst register-to-register path ........................ c5.contador[0]$_SDFF_PN0_
  Worst Reg-to-Reg Cells ........................ 7
  Startpoint type of the worst setup path ........................ flop
  CP Capture Type ........................ flop
  Start point of the critical path ........................ c5.contador[0]$_SDFF_PN0_
  Setup slack of the worst register-to-register path ........................ 2.04 ns
  Crit Reg-Reg Endpoint ........................ c5.C_1Hz$_DFFE_PN_
  Worst path arrival time ........................ 2.75 ns
  Largest fanout on the critical path ........................ 8
  Type of the worst setup path ........................ flop to flop

[Final timing]
  Number of hold-slack violations in the final timing report ........................ 0
  Pin slew with the least headroom to its limit ........................ 0.781 ns
  Final Hold Slack ........................ 0.511 ns
  Count of unclocked register or latch pins ........................ 16
  Post-route clock skew ........................ 0.00486 ns
  Setup_tns ........................ 0 ns
  Post-route minimum period ........................ 2.76 ns
  Maximum operating frequency ........................ 363 MHz
  Number of unconstrained endpoints ........................ 44
  Worst-case headroom to the max-slew limit ........................ 47.5%
  Period utilization ........................ 57.5%
  Number of setup violations in the final report ........................ 0
  RSZ-0062 raised after global routing ........................ no
  Max-slew violation total from the final report ........................ 0

[Finish]
  Ratio of cells with drive above 1 in the final layout ........................ 6.93%
  Most instantiated logic cells after routing ........................ nand2_1, clkdlybuf4s50_1, nor2_1, dfxtp_1, ha_1
  Most frequent standard cell in the layout excluding fill and tap cells ........................ nand2_1
  Number of filler cells placed in the layout ........................ 1010
  Layout overhead on the synthesized area ........................ 14.1%

[Die]
  Placement row count ........................ 36
  # IOs ........................ 30
  Initial core utilization ........................ 31.0%
  Width of the die ........................ 102 um
  Die area ........................ 10500 sq um
  Die height ........................ 102 um
  Area inside the core boundary ........................ 9770 sq um

[Power and ir drop]
  Power density over the cells ........................ 104 nW/um^2
  Lkg Pwr ........................ 1.26 nW
  Worst-case vdd ir drop ........................ 161 uV

[Synth]
  Number of enable-type register cells in the synthesized netlist ........................ 1
  Number of cell instances after yosys synthesis ........................ 344
  Area share of the largest cell type after synthesis ........................ 16.5%
  Count of mapped cells out of synthesis ........................ 344
  Synthesized area divided by synthesized cell count ........................ 8.80 sq um
  Ys flop type ........................ dfxtp_1
  Top area cell types ........................ dfxtp_1, dfrtp_1, ha_1
  Cell taking the most area after synthesis ........................ dfxtp_1
  Share of synthesized registers carrying an async set or reset ........................ 38.1%
  Cell Area, Synth ........................ 3030 sq um
  Unique masters post-synth ........................ 62
  Post-synth area from yosys stat ........................ 3030 sq um
  Warning count from the yosys run ........................ 8
  #FFs+latches synth ........................ 42
  Post-synthesis sequential area ratio ........................ 30.8%

[Routing]
  Initial drt markers ........................ 45
  Total length of routed wires ........................ 5600 um
  Antenna Violating Nets Remaining ........................ 0
  Wire per inst ........................ 11.3 um
  DRC viols ........................ 0
  Number of vias after detailed routing ........................ 2402
  Vias per inst ........................ 4.86
  Antenna diodes ........................ 0
  Total iterations of the first detailed-routing run ........................ 4

[Min path]
  HP Class ........................ flop to flop
  Worst Hold Endpoint ........................ c5.contador[17]$_SDFF_PN0_
  Hold Crit Start ........................ c5.contador[17]$_SDFF_PN0_
  Worst hold path depth ........................ 1

[CTS]
  Count of cells resized by post-cts repair ........................ 0
  Cell chosen for the clock root ........................ clkbuf_8
  Inserted Clock Buffers ........................ 3
  Longest Clk Path Bufs ........................ 2
  Buffers inserted during post-CTS setup optimization ........................ 0
  CTS Hold Buffers Added ........................ 0
  Clock Pin Slew Worst Setup and Hold Paths ........................ 0.09 ns
  Total number of H-tree levels ........................ 1
  Worst-skew pair later-pin latency ........................ 0.27 ns
  CTS tree ........................ built

[GRT]
  Wire length of the first global-routing pass ........................ 9650 um
  Initial antenna violation count ........................ 0
  Maximum number of pins on one net before global-route repair ........................ 18
  Gr usage total ........................ 11.3%
  Congestion Overflow GR ........................ 0
  Vias in the first global route ........................ 2139

[Flow run]
  Max-cap viol count ........................ 0
  OpenROAD warning count ........................ 42

[Placed design]
  Post-DP HPWL ........................ 4250 um
  Number of buffers added on ports ........................ 29
  Global placer's final weighted congestion ........................ 0.854

----------------------------------------------------
-- metrics by stage --
stage	std cells	power [W]	area, sq um	utilization (%)	worst slack (ns)
after global routing	494	0.000372	3450	35.3	1.79
after detailed placement	490	0.000225	3400	34.8	2.09
after global placement	490	0.000225	3400	34.8	2.15
after floorplan	344	0.000222	3030	-	2.40
final	494	0.000358	3450	35.3	2.04
after CTS	494	0.000364	3450	35.3	2.04
-- synthesized netlist by cell type, drive strengths merged (2+ instances only) --
| cell type | instances |
|---|---|
| nand2 | 30 |
| nor2 | 28 |
| dfxtp | 25 |
| ha | 22 |
| inv | 21 |
| o21ai | 20 |
| xnor2 | 19 |
| a21oi | 16 |
| dfrtp | 16 |
| nand3 | 13 |
| a31oi | 10 |
| mux2i | 10 |
| clkbuf | 9 |
| nand4 | 8 |
| xor2 | 8 |
| and3 | 7 |
| buf | 7 |
| o31ai | 7 |
| nor2b | 6 |
| nor3 | 5 |
| and2 | 4 |
| and4 | 4 |
| nand2b | 4 |
| o22ai | 4 |
| or2 | 4 |
| a22o | 3 |
| mux4 | 3 |
| nor4 | 3 |
| o211ai | 3 |
| o2bb2ai | 3 |
| o32ai | 3 |
| o41ai | 3 |
| nand3b | 2 |
| or3 | 2 |
-- worst max path at each step --
stage,to,cells after the start
final,c5.C_1Hz$_DFFE_PN_,7
after global routing,c5.C_1Hz$_DFFE_PN_,7
after CTS,c5.C_1Hz$_DFFE_PN_,7
-- layer usage --
layer  up-vias  track usage (%)  part of all wire (%)
met5         -                0                     0
met4         0            0.989                  0.64
met3         4            0.834                   3.4
met2        44             18.8                    46
met1      1090             17.0                    50
li1       1264                -                     -
-- sequential cells by signal (all words and copies together), names as in the netlist --
register / cells
c5.contador: 25
c6.cont0: 4
c6.cont1: 4
c6.cont2: 4
c6.cont3: 4
c5.C_1Hz: 1
-- critical path, stage by stage (launching register included) --
cell       delay, ns
dfxtp_1         0.42
ha_1            0.28
nand4_2         0.20
nor3_1          0.37
xnor2_1         0.18
o2111ai_1       0.17
nor4_2          0.61
and3_1          0.25
-- report_power, final --
part / internal [W] / switching [W] / leakage, nW
combinational: 0.000000713 / 0.00000251 / 0.804
clock: 0.0000732 / 0.0000654 / 0.0288
sequential: 0.000216 / 0 / 0.426
total: 0.000290 / 0.0000679 / 1.26
-- final cells by class --
cell class	instances	area, sq um	share of cell area (%)
inverter	22	82.6	2.39
sequential	42	931	26.9
multi-input combinational	264	1930	55.8
timing repair buffer	29	290	8.40
tap	133	166	4.82
clock buffer	4	55.1	1.59
-- cell families after synthesis --
logic type	count (synthesis)	synth area share, %
buf+inv	38	5.50
simple gates	125	24.4
flops	42	30.8
compound gates	77	16.9
mux	13	5.54
xor+xnor	27	7.81
fa+ha+maj	22	9.09
Power figures rest on the tool's default switching activity, not on a simulated workload.
